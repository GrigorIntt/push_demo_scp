## ./run.sh

```bash
#!/bin/bash
# OpenROAD 26Q1-2900-gdf79404cd8, Yosys 0.63+post, stock flow scripts
make -C /OpenROAD-flow-scripts/flow DESIGN_CONFIG=/design/flow/config.mk WORK_HOME=/design/flow/orfs finish
```

## ./config.mk

```make
export PLATFORM = sky130hd
export DESIGN_NAME = ArithmeticLogicUnit
export DESIGN_NICKNAME = ArithmeticLogicUnit
export VERILOG_FILES = /design/flow/design.v
export SDC_FILE = /design/flow/constraint.sdc
export NUM_CORES = 4
export LEC_CHECK = 1
export CORE_UTILIZATION = 40
```

## ./constraint.sdc

```tcl
current_design ArithmeticLogicUnit

set clk_period 22.7
set clk_io_pct 0.2

create_clock -name clk0 -period $clk_period

set non_clock_inputs [all_inputs -no_clocks]
set_input_delay [expr $clk_period * $clk_io_pct] -clock clk0 $non_clock_inputs
set_output_delay [expr $clk_period * $clk_io_pct] -clock clk0 [all_outputs]
```

## ./design.v

```verilog
module ArithmeticLogicUnit (
    input logic  [4:0]  alu_op,
    input logic  [31:0] in1, in2,
    output logic [31:0] result
);
 always_comb begin
    case(alu_op)
    5'b00000: result = in1 + in2 ;                              
    5'b00001: result = in1 - in2 ;                              
    5'b00010: result = in1 << in2[4:0];                         
    5'b00011: result = ($signed(in1) < $signed(in2)) ? 1 : 0;   
    5'b00100: result = (in1 < in2) ? 1 : 0;                     
    5'b00101: result = in1 ^ in2;                               
    5'b00110: result = in1 >> in2;                              
    5'b00111: result = in1 >>> in2[4:0];                        
    5'b01000: result = in1 | in2;                               
    5'b01001: result = in1 & in2;                               
    5'b01010: result = in2;                                     
    default:  result = in1 + in2;
    endcase
  end
endmodule
```

==> impl_metrics.ini <==
; physical design summary
[outcome]
outcome = finished, final reports clean

[critical_path]
cp_num_buf_inv = 5
cpLargestDelayFamily = AND-OR/OR-AND gates
arrival_ps = 9280
path_cells = clkdlybuf4s50_1 -> buf_4 -> inv_1 -> ha_1 -> inv_1 -> a21oi_1 -> o311ai_1 -> a211oi_1 -> o21ai_1 -> a31oi_2 -> nor2_1 -> or4_1 -> a211o_1 -> clkdlybuf4s50_1
cpPeakStageDelay_ps = 640
worstSetupPathType = input pin to primary output
end_kind = primary output
cp_max_fo = 42
worst_setup_path_start_kind = input pin
crit_slowest_cell = a211oi_1
cp_data_required_time_ps = 18160

[die]
core_um2 = 21300
dieArea_um2 = 22600
die_w_um = 150
rows = 53
initial_core_util = 0.413
ioPinCount = 101
die_h_um = 150

[logic_synthesis]
yosys_area_um2 = 8790
mux_area_frac = 0.154
yosys_warnings = 1
fa_ha_area_frac = 0.143
synth.avg_cell_area_um2 = 6.68
synth.distinct_cells = 81
synth_area_um2 = 8790
ys_seq_frac = 0
compound_area_frac = 0.386
logic_family = AND-OR/OR-AND gates
xor_area_frac = 0.0120
ys_sh_simple = 0.207
syn_inst = 1316
ys_cells = 1316

[routing]
dr_wl_met2_um = 17400
totalWireLength_um = 42400
dr.pass1.iters = 6
avgRoutedWirePerCell_um = 26.4
antenna_left = 0
drc = 0
wl_met3_um = 4990
first_iter_violations = 1327
via_per_inst = 6.79
wl_met1_um = 18800
routed.top_layer = met4
vias = 10925

[placed_design]
place_inst = 1606
gp_congestion = 1.04
place_ws_ps = 9010
dpl_cell_area_um2 = 9840
place_hpwl_um = 32800
numPortBuffers = 101

[timing]
worst_pin_slew_ps = 872
finalHoldViolations = 0
relSlewSlack = 0.416
whs_ps = 10210
fin_ws_ps = 8880
setup_viol = 0
fin_crit_ps = 13820
setup_tns_ps = 0
rsz0062_at_grt = false
max_freq_mhz = 72.4
report.final.slew_viol_count = 0
fin_crit_sh = 0.609

[power]
p_int_uw = 106
swShare = 0.601
p_leak_uw = 0.00396
irDropWorstVdd_uv = 12.1
power.net_switching_uw = 160
power_density_nw_per_um2 = 27.1

[flow_run]
cap_violations = 0
tool_warnings = 97

[clock_network]
hold_buffers = 0
cts_resized = 0
cts_setup_buffers = 0

[layout]
syn_to_final_growth_pct = 12.0
fin_area_um2 = 9840
final_cell_mix = nor2_1 (139), a21oi_1 (138), nand2_1 (127)
fill_cells = 2223
final_common_cell = nor2_1
clock_buffers = 0
flop_area_um2 = 0
drive_gt1_frac = 0.0751
finalNonFillerCells = 1608
flops = 0

[global_route]
grt_pass1_wl_um = 62800
grt_max_degree = 76
globalRouteOverflowTotal = 0
antenna_found_initial = 2
grt_pass1_vias = 9796
track_usage = 0.382

[hold_path]
hold_start = in2[3]
holdPathEnd = result[4]
hp-class = input pin to primary output
holdPathStages = 7
[through the flow]
step	util	total power, uW
global route	0.462	286
floorplan	-	157
finish	0.462	267
CTS	0.462	259
global placement	0.462	261
detailed placement	0.462	258
[synthesized netlist by cell type (5+ instances only)]
library cell | number | share of area
o21a_1 | 9 | 0.0077
o31ai_1 | 14 | 0.012
o21bai_1 | 13 | 0.011
a221o_1 | 15 | 0.017
a211oi_1 | 33 | 0.028
mux2i_1 | 38 | 0.043
nor2_1 | 139 | 0.059
o221ai_1 | 8 | 0.0080
or3_1 | 7 | 0.0050
a22oi_1 | 14 | 0.012
and2_1 | 7 | 0.0050
ha_1 | 97 | 0.14
clkbuf_1 | 50 | 0.021
o21ai_1 | 8 | 0.0046
o21ai_0 | 95 | 0.054
inv_1 | 93 | 0.040
xnor2_1 | 10 | 0.010
nor4_1 | 19 | 0.014
o211ai_1 | 31 | 0.026
nand4_1 | 11 | 0.0078
nor3_1 | 28 | 0.016
o31a_1 | 6 | 0.0060
a31oi_1 | 9 | 0.0064
nor2b_1 | 7 | 0.0050
nand2_1 | 127 | 0.054
a41oi_1 | 5 | 0.0050
buf_4 | 10 | 0.0085
a21o_1 | 11 | 0.0094
a2111oi_0 | 5 | 0.0050
and3_1 | 5 | 0.0036
o22ai_1 | 17 | 0.012
a21oi_1 | 138 | 0.079
a221oi_1 | 25 | 0.025
nand3_1 | 20 | 0.011
mux4_2 | 35 | 0.090
a211o_1 | 7 | 0.0070
buf_2 | 36 | 0.021
mux2_2 | 16 | 0.021
o221a_2 | 5 | 0.0064
nand2b_1 | 11 | 0.0078
buf_1 | 16 | 0.0068
[cell type report]
class / instances / area, um^2 / area share
Tap cell: 275 / 344 / 0.0350
Multi-Input combinational cell: 1108 / 7940 / 0.807
Inverter: 95 / 357 / 0.0362
Antenna cell: 2 / 5.00 / 0.000509
Timing Repair Buffer: 128 / 1200 / 0.122
[worst max-delay path by stage]
stage	startpoint	end	slack, ps	cells after the start
final	in2[4]	result[31]	8880	14
after global routing	in2[4]	result[31]	8710	14
after CTS	in2[4]	result[31]	9000	14
[tightest hold or removal path: cells and delay by family]
| family | cells | cell delay (ps) |
|---|---|---|
| fa+ha+maj | 1 | 260 |
| compound gates | 2 | 140 |
| buf+inv | 2 | 530 |
| simple gates | 2 | 200 |
[power groups by stage]
| stage | sequential, uW | combinational, uW | clock, uW |
|---|---|---|---|
| 4_1_cts | 0 | 259 | 0 |
| 5_1_grt | 0 | 286 | 0 |
[per-layer routing]
metal  up-vias  track usage
met1      5175        0.587
met5         -            0
met4         0        0.104
met2       710        0.530
met3        64       0.0875
li1       4976            -
[cells by family (layout without fill, tap and decap cells)]
logic type | after synthesis | count (layout)
xor+xnor | 12 | 12
buf+inv | 208 | 223
compound gates | 507 | 507
mux | 89 | 89
other cells | 0 | 2
fa+ha+maj | 99 | 99
simple gates | 401 | 401
Power is estimated from default activity; no workload was simulated.
