`flow/design.v`:
```
module BranchCond (
    input logic [2:0]  funct3,
    input logic [6:0]  instr_opcode,
    input logic [31:0] rdata1, rdata2,
    output logic br_taken
);
parameter [2:0] BEQ  = 3'b000;
parameter [2:0] BNE  = 3'b001;
parameter [2:0] BLT  = 3'b100;
parameter [2:0] BGE  = 3'b101;
parameter [2:0] BLTU = 3'b110;
parameter [2:0] BGEU = 3'b111;
logic [32:0] cmp_output;
logic [31:0] cmp_operand_1,cmp_operand_2;
logic        cmp_not_zero,cmp_neg,cmp_overflow;
assign cmp_operand_1 = rdata1;
assign cmp_operand_2 = rdata2;
assign cmp_output    = {1'b0, cmp_operand_1} -{1'b0, cmp_operand_2};
assign cmp_not_zero  = |cmp_output [31:0];
assign cmp_neg       = cmp_output [31];
assign cmp_overflow  = (cmp_neg & ~cmp_operand_1[31] & cmp_operand_2 [31] ) | ( ~cmp_neg & cmp_operand_1[31] & ~cmp_operand_2[31] );
always_comb begin
    case (instr_opcode)
        7'b1100011 :begin   
            case(funct3) 
                BEQ    : br_taken = ~cmp_not_zero;
                BNE    : br_taken = cmp_not_zero; 
                BLT    : br_taken = (cmp_neg ^ cmp_overflow);
                BLTU   : br_taken = cmp_output[32];
                BGE    : br_taken = ~( cmp_neg ^ cmp_overflow); 
                BGEU   : br_taken = ~cmp_output[32];
                default: br_taken = 1'b0;
            endcase
        end
        7'b1101111 , 7'b1100111: br_taken = 1'b1;  
        default   : br_taken = 1'b0;
    endcase
end
endmodule
```
`flow/run.sh`:
```
#!/bin/bash
# OpenROAD 26Q1-2900-gdf79404cd8, Yosys 0.63+post, stock flow scripts
make -C /OpenROAD-flow-scripts/flow DESIGN_CONFIG=/design/flow/config.mk WORK_HOME=/design/flow/orfs finish
```
`flow/config.mk`:
```
export PLATFORM = sky130hd
export DESIGN_NAME = BranchCond
export DESIGN_NICKNAME = BranchCond
export VERILOG_FILES = /design/flow/design.v
export SDC_FILE = /design/flow/constraint.sdc
export NUM_CORES = 4
export LEC_CHECK = 1
export CORE_UTILIZATION = 30
```
`flow/constraint.sdc`:
```
current_design BranchCond

set clk_period 11.9
set clk_io_pct 0.2

create_clock -name clk0 -period $clk_period

set non_clock_inputs [all_inputs -no_clocks]
set_input_delay [expr $clk_period * $clk_io_pct] -clock clk0 $non_clock_inputs
set_output_delay [expr $clk_period * $clk_io_pct] -clock clk0 [all_outputs]
```
==> load_flow_metrics.sql <==
-- load yosys + openroad results
INSERT INTO impl_metrics (metric_group, metric, value, unit) VALUES
('logic_synthesis', 'synthMuxAreaShare', '0.009300', ''),
('logic_synthesis', 'yosys-stat-cells', '355', ''),
('logic_synthesis', 'synth_cells', '355', ''),
('critical_path', 'critPathTopFamily', 'AND-OR/OR-AND gates', ''),
('route', 'via_count', '2724', ''),
('critical_path', 'worst_setup_path_start_kind', 'primary input', ''),
('floorplanning', 'core_area', '0.007292', 'mm²'),
('floorplanning', 'rows', '31', ''),
('sta', 'max_clock_freq', '98.61', 'MHz'),
('job', 'max-cap-violations', '0', ''),
('sta', 'final-max-slew-violation-count', '0', ''),
('floorplanning', 'chipHeight', '89.32', 'µm'),
('route', 'ant_nets', '0', ''),
('sta', 'final_report_hold_violation_count', '0', ''),
('logic_synthesis', 'synth-area-yosys', '0.002287', 'mm²'),
('logic_synthesis', 'post_synth_ao_oa_area_fraction', '0.3364', ''),
('cts', 'postCtsSetupRepairBufs', '0', ''),
('floorplanning', 'boundaryPins', '75', ''),
('sta', 'grt_setup_unrepaired', 'false', ''),
('power_and_ir_drop', 'power_density_relative_to_cell_area', '47.54', 'mW/mm²'),
('layout', 'fin_cells', '520', ''),
('route', 'per_cell_via_count_in_the_routed_design', '5.238', ''),
('global_routing', 'grtUsageTotal', '0.1692', ''),
('power_and_ir_drop', 'p_leak', '1.357', 'nW'),
('layout', 'layout_top_cells_excl_fill_tap', '75 x clkdlybuf4s50_1, 43 x inv_1, 39 x a21oi_1', ''),
('cts', 'hold_buffers', '0', ''),
('critical_path', 'cp_num_buf_inv', '3', ''),
('route', 'remaining_drc_errors', '0', ''),
('critical_path', 'worst_ep_arrival_time', '7.76', 'ns'),
('logic_synthesis', 'syn-mean-instance-area', '6.443', 'µm²'),
('sta', 'fin_crit', '10.14', 'ns'),
('layout', 'ratio_of_cells_with_drive_above_1_in_the_final_layout', '0.03563', ''),
('floorplanning', 'chip_area', '0.007977', 'mm²'),
('critical_path', 'worst_path_max_delay_cell', 'a2111o_1', ''),
('place', 'numPortBuffers', '75', ''),
('layout', 'layout.filler_cells', '783', ''),
('worst_hold_path', 'timing.hold.worst.class', 'primary input to output pin', ''),
('route', 'antenna-diode-count', '0', ''),
('run_status', 'run_status', 'finished, final reports clean', ''),
('global_routing', 'grt_antenna_before_repair', '0', ''),
('sta', 'finalSetupTns', '0', 'ns'),
('logic_synthesis', 'yosys_warnings', '1', ''),
('critical_path', 'timing.critical_path.fanout_max', '6', ''),
('route', 'initialDrtViolationCount', '80', ''),
('logic_synthesis', 'netlist-cell-type-count', '61', ''),
('logic_synthesis', 'post_synth_main_logic_family', 'AND-OR/OR-AND gates', ''),
('sta', 'worst_slew_margin_rel', '0.5917', ''),
('critical_path', 'timing.setup.critical_path_class', 'primary input to output pin', ''),
('job', 'log.warning_count', '32', ''),
('global_routing', 'grt_pass1_vias', '2404', ''),
('logic_synthesis', 'synthSimpleGateAreaFrac', '0.3140', ''),
('layout', 'register_area', '0', 'µm²'),
('layout', 'area_growth_syn_to_fin', '36.43', '%'),
('power_and_ir_drop', 'vdd_ir_drop_max', '15.25', 'µV'),
('critical_path', 'timing.critical_path.required', '9.52', 'ns'),
('layout', 'layout.core_utilization', '0.4279', ''),
('global_routing', 'grt_start_max_net_pins', '11', ''),
('layout', 'most_frequently_placed_logic_cell_in_the_final_layout', 'clkdlybuf4s50_1', ''),
('logic_synthesis', 'mappedNetlistArea', '0.002287', 'mm²'),
('sta', 'worst_slew_pin_slew', '0.5970', 'ns'),
('route', 'postRouteWirelength', '6.537', 'mm'),
('critical_path', 'end_kind', 'output pin', ''),
('logic_synthesis', 'xor_area_frac', '0.05744', ''),
('place', 'hpwlAfterDp', '5.759', 'mm'),
('floorplanning', 'dieWidth', '89.32', 'µm'),
('sta', 'setup_viol_count_final', '0', ''),
('global_routing', 'grt_first_pass_wirelength', '10.78', 'mm'),
('cts', 'cts-resized-gates', '0', ''),
('logic_synthesis', 'ys_sh_adder', '0.1926', ''),
('sta', 'final.period_utilization', '0.8522', ''),
('layout', 'number_of_clock_buffer_instances_in_the_layout', '0', ''),
('place', 'gpl.final_weighted_congestion', '0.9062', ''),
('route', 'drt-pass1-iter-count', '4', ''),
('route', 'post_drt_wl_per_cell', '12.57', 'µm'),
('layout', 'nFlopsAndLatches', '0', ''),
('global_routing', 'grt_remaining_overflow', '0', ''),
('critical_path', 'max_stage_delay', '0.49', 'ns'),
('logic_synthesis', 'synth.yosys.seq_area_share', '0', ''),
('floorplanning', 'initial_utilization', '0.3137', ''),
('sta', 'finalHoldWorstSlack', '5.654', 'ns'),
('place', 'post-place-cells', '520', '');
## per-stage QoR
step | area, µm² | worst slack (ns) | total power [mW]
2_1_floorplan | 2287 | 3.038 | 0.09965
3_3_place_gp | 3120 | 1.794 | 0.1477
3_5_place_dp | 3120 | 1.728 | 0.1474
4_1_cts | 3120 | 1.719 | 0.1482
5_1_grt | 3120 | 1.235 | 0.1663
6_report | 3120 | 1.759 | 0.1484
## final cells by class
type / instances / area [µm²] / area share
tap: 99 / 123.9 / 0.03970
multi-input combinational: 302 / 2081 / 0.6668
timing repair buffer: 75 / 750.7 / 0.2406
inverter: 44 / 165.2 / 0.05293
## cells by family after synthesis
group / Yosys count
xor gates and xnor gates: 15
and+or+nand+nor: 136
buffers and inverters: 53
muxes: 2
AOI/OAI and AO/OA: 115
adders and majority gates: 34
## path summary, 6_finish.rpt
kind            start  slack (ns)  cells after the start        to
min   instr_opcode[0]        5.65                      4  br_taken
max         rdata2[4]        1.76                     26  br_taken
## where the power goes
group          switching, mW  internal (mW)  total (mW)
Combinational         0.0781         0.0702       0.148
Sequential                 0              0           0
Clock                      0              0           0
## metal layers
layer,share of wire,routed length [µm],vias up,global-route usage
met5,0,0,-,0
met1,0.52,3413,1221,0.2679
met2,0.42,2764,70,0.2616
li1,-,-,1429,-
met4,0.010,66,0,0.02020
met3,0.045,292,4,0.008427
## Yosys cell counts (all sizes together), types with 7 or more instances
| library cell | count | area, µm² |
|---|---|---|
| nand3 | 13 | 65.06 |
| a211oi | 7 | 70.07 |
| o21a | 7 | 52.55 |
| inv | 44 | 165.2 |
| nand2 | 36 | 135.1 |
| ha | 32 | 400.4 |
| nor2 | 29 | 108.9 |
| nor3 | 10 | 60.06 |
| a21oi | 40 | 204.0 |
| o21ai | 24 | 131.4 |
| xor2 | 10 | 87.58 |
| nand4 | 12 | 75.07 |
## tightest hold or removal path, cell delays in order
cell,delay [ns]
clkdlybuf4s50_1,0.39
nand2_1,0.07
nor3_2,0.04
clkdlybuf4s50_1,0.39
Power is estimated from default activity; no workload was simulated.
